==> design.v <==
`timescale 1ns/1ps
`default_nettype none
module stream_extend_from_xy #(
  parameter integer WIDTH  = 430,
  parameter integer HEIGHT = 554,
  parameter [7:0]   DUMMY  = 8'h00
)(
  input  wire        clk,
  input  wire        rst_n,
  input  wire        in_valid,
  input  wire [7:0]  in_pixel,
  input  wire [31:0] in_x,
  input  wire [31:0] in_y,
  output reg         out_valid,
  output reg  [7:0]  out_pixel,
  output reg         done
);
  localparam integer LINE_W = WIDTH + 1;
  reg pending_dummy_col;
  reg pending_dummy_row;
  reg [31:0] dummy_row_cnt;
  reg saw_last_pixel;
  reg        buf_valid;
  reg [7:0]  buf_pixel;
  reg [31:0] buf_x;
  reg [31:0] buf_y;
  wire        src_valid = buf_valid | in_valid;
  wire [7:0]  src_pixel = buf_valid ? buf_pixel : in_pixel;
  wire [31:0] src_x     = buf_valid ? buf_x     : in_x;
  wire [31:0] src_y     = buf_valid ? buf_y     : in_y;
  wire        src_from_buf = buf_valid;
  always @(posedge clk or negedge rst_n) begin
    if(!rst_n) begin
      out_valid <= 1'b0;
      out_pixel <= DUMMY;
      done      <= 1'b0;
      pending_dummy_col <= 1'b0;
      pending_dummy_row <= 1'b0;
      dummy_row_cnt     <= 0;
      saw_last_pixel    <= 1'b0;
      buf_valid <= 1'b0;
      buf_pixel <= 8'h00;
      buf_x     <= 0;
      buf_y     <= 0;
    end else begin
      out_valid <= 1'b0;
      done      <= 1'b0;
      if(in_valid && !buf_valid && (pending_dummy_col || pending_dummy_row)) begin
        buf_valid <= 1'b1;
        buf_pixel <= in_pixel;
        buf_x     <= in_x;
        buf_y     <= in_y;
      end
      if(pending_dummy_col) begin
        out_valid <= 1'b1;
        out_pixel <= DUMMY;
        pending_dummy_col <= 1'b0;
        if(saw_last_pixel) begin
          pending_dummy_row <= 1'b1;
          dummy_row_cnt     <= 0;
        end
      end
      else if(pending_dummy_row) begin
        out_valid <= 1'b1;
        out_pixel <= DUMMY;
        if(dummy_row_cnt == (LINE_W-1)) begin
          pending_dummy_row <= 1'b0;
          done <= 1'b1;
        end else begin
          dummy_row_cnt <= dummy_row_cnt + 1;
        end
      end
      else if(src_valid) begin
        out_valid <= 1'b1;
        out_pixel <= src_pixel;
        if(src_from_buf) begin
          buf_valid <= 1'b0;
        end
        if(src_x == (WIDTH-1)) begin
          pending_dummy_col <= 1'b1;
        end
        if((src_x == (WIDTH-1)) && (src_y == (HEIGHT-1))) begin
          saw_last_pixel <= 1'b1;
        end
      end
    end
  end
endmodule
`default_nettype wire
==> run.sh <==
#!/bin/bash
# OpenROAD 26Q1-2900-gdf79404cd8, Yosys 0.63+post, stock flow scripts
make -C /OpenROAD-flow-scripts/flow DESIGN_CONFIG=/design/flow/config.mk WORK_HOME=/design/flow/orfs finish
==> config.mk <==
export PLATFORM = sky130hd
export DESIGN_NAME = stream_extend_from_xy
export DESIGN_NICKNAME = stream_extend_from_xy
export VERILOG_FILES = /design/flow/design.v
export SDC_FILE = /design/flow/constraint.sdc
export NUM_CORES = 4
export LEC_CHECK = 1
export CORE_UTILIZATION = 50
==> constraint.sdc <==
current_design stream_extend_from_xy

set clk_period 9.0
set clk_io_pct 0.2

create_clock -name clk0 -period $clk_period [get_ports {clk}]

set non_clock_inputs [all_inputs -no_clocks]
set_input_delay [expr $clk_period * $clk_io_pct] -clock clk0 $non_clock_inputs
set_output_delay [expr $clk_period * $clk_io_pct] -clock clk0 [all_outputs]
==> metrics.cfg <==
[min_path]
hold_path_end=buf_x[5]$_DFFE_PN0P_
min-delay-start=buf_x[5]$_DFFE_PN0P_
min_path_type=flop to flop
min_path_cells=1

[sta]
hold_violations=0
tightestPinTransition_ps=849
rsz0062_at_grt=no
slew_violations=0
fin_crit_sh_pct=38.3
fin_crit_ps=3450
finalSetupTns_ps=0
slew_headroom_pct=43.4
max_freq_ghz=0.290
finalClockSkew_ps=8.42
whs_ps=502
setup_slack_ps=5550
setup_viol=0

[worst_setup_path]
r2r_end=buf_x[28]$_DFFE_PN0P_
cp.required_ps=9380
r2r-start=pending_dummy_col$_DFF_PN0_
critPathLaunchType=input pin
critPathTopFamily=buffers and inverters
cp_cell_sequence=clkdlybuf4s50_1, nor3b_2, buf_4, mux2_2
r2r_slack_ps=6800
end_kind=flop
arrival_ps=3830
crit_fanout=38
max_stage_delay_ps=850
critical_path_buf_inv_count=2
crit_cells=4
cp_slowest_cell=clkdlybuf4s50_1
worstRegToRegCells=4
crit_type=input pin to flop

[placed_design]
place_congestion=0.824
portBuffers=84
place_hpwl_um=7530
dp_slack_ps=5050

[power_and_ir_drop]
swShare_pct=19.5
ir_drop_mv=0.170
power_frac_seq_pct=41.0
p_leak_nw=3.04
p_int_mw=1.10
p_per_area_nw_per_um2=195
combPwrFrac_pct=6.2
switchingPower_mw=0.267
pwr-share-clk_pct=52.7

[die]
core-area_um2=10400
fp.dieH_um=106
die_w_um=106
placementRows=37
dieArea_um2=11300
initCoreUtil_pct=52.3
pin_count=85

[clock_network]
clockBufferDepth=2
cts_root_buf=clkbuf_8
path_clk_slew_ps=50
postCtsSetupBuffers=0
cts_sinks=118
cts_tree=built
insertion_delay_ps=500
cts_inserted_buffers=17
cts_htree_levels=4
cts_resized=0
cts_hold_buf=0

[global_routing]
track_usage_pct=22.6
grt_max_degree=55
overflow=0
grt_pass1_vias=4116
grt_pass1_wl_um=19500
antenna_found_initial=0

[job]
log.warning_count=27
cap_viol_max_count=0

[routing]
wl_um=11200
firstDrtPassIters=4
ant_nets=0
wire_per_inst_um=15.8
via_per_inst=5.65
num_vias=3989
antennaDiodeCount=0
route.detailed.drc=0
drt_iter0_drc=204

[yosys]
syn-cell-area_um2=5440
edf_count=0
synth_flop_count=118
synth.distinct_cells=45
ff_type=dfrtp_1
ys_warn_count=1
async_flop_share_pct=100
synth_area_per_cell_um2=11.6
yosys_area_um2=5440
ys_cells=471
synth_seq_share_pct=54.3
syn_inst=471

[final_layout]
drive_gt1_share_pct=20.7
areaGrowthSynthToFinish_pct=29.2

[run_status]
status=finished clean

==> power by group through the flow <==
stage     Combinational (mW)  Clock, mW  Sequential [mW]
4_1_cts               0.0871      0.733            0.562
6_report              0.0854      0.722            0.562
5_1_grt               0.0948      0.761            0.564
==> cells by family after synthesis <==
kind of cell	Yosys count	synth area share, %
flops	118	54.3
compound gates	40	4.21
mux	84	17.2
buf+inv	26	2.14
fa+ha+maj	2	0.460
simple gates	187	19.5
xor+xnor	14	2.25
==> final cells by class <==
cell class | count | area (um^2)
Fill cell | 750 | 3380
Sequential cell | 118 | 2950
Multi-Input combinational cell | 327 | 2380
Timing Repair Buffer | 89 | 876
Clock buffer | 22 | 463
Clock inverter | 9 | 173
Tap cell | 136 | 170
Inverter | 5 | 18.8
==> state kept, by name (all words and copies together), names as in the netlist <==
signal and flops:
buf_x 32, buf_y 32, dummy_row_cnt 32, buf_pixel 8, out_pixel 8, buf_valid 1, done 1, out_valid 1
pending_dummy_col 1, pending_dummy_row 1, saw_last_pixel 1
==> cell usage in the layout, fill, tap and decap left out, types with 4 or more instances in the layout <==
| cell | instances |
|---|---|
| or3_1 | 8 |
| bufinv_16 | 5 |
| clkbuf_8 | 4 |
| nor2_1 | 43 |
| mux2i_1 | 10 |
| nor4b_1 | 7 |
| nor4bb_1 | 6 |
| nand2_1 | 28 |
| nand4_1 | 23 |
| clkdlybuf4s50_1 | 83 |
| o21ai_0 | 13 |
| nand3_1 | 12 |
| mux2_2 | 73 |
| a21oi_1 | 17 |
| buf_4 | 6 |
| nor3_1 | 8 |
| inv_1 | 5 |
| nor4_1 | 25 |
| dfrtp_1 | 118 |
| clkbuf_16 | 16 |
| xnor2_1 | 5 |
| or4_1 | 4 |
| xor2_1 | 9 |
==> stage by stage <==
step           std cells  area [um^2]  utilization (%)  power [mW]
2_1_floorplan        471         5440                -       0.595
3_3_place_gp         675         6400             61.4       0.655
3_5_place_dp         675         6400             61.4       0.657
4_1_cts              706         7030             67.5        1.38
5_1_grt              706         7030             67.5        1.42
6_report             706         7030             67.5        1.37
==> routing by layer <==
metal / global-route usage [%] / routed length, um
met4: 2.58 / 108
met5: 0 / 0
met2: 34.0 / 5220
met1: 36.2 / 5300
met3: 5.44 / 532
==> worst max path at each step <==
stage     slack (ps)  startpoint                    end
6_report        5550    in_valid  buf_x[28]$_DFFE_PN0P_
5_1_grt         5460    in_valid  buf_x[26]$_DFFE_PN0P_
4_1_cts         5570    in_valid  buf_x[14]$_DFFE_PN0P_
==> cells in the mapped netlist (all sizes together), types with 3 or more instances <==
master,n,share of area (%)
a21oi,17,1.6
and2,3,0.34
and3,3,0.34
buf,11,1.1
clkbuf,10,0.74
dfrtp,118,54
inv,5,0.34
mux2,73,15
mux2i,11,2.1
nand2,28,1.9
nand3,12,1.1
nand3b,3,0.41
nand4,24,2.9
nor2,43,3.0
nor3,11,1.4
nor4,25,2.9
nor4b,7,1.1
nor4bb,6,1.1
o21ai,14,1.4
or3,8,0.92
or4,4,0.55
xnor2,5,0.80
xor2,9,1.4
No activity file was given, so power comes from the tool's default toggle rates.
