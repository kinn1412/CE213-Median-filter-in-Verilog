===== flow/design.v =====
`timescale 1ns/1ps
`default_nettype none
module median9_sortnet(
  input  wire [7:0] a0,a1,a2,a3,a4,a5,a6,a7,a8,
  output wire [7:0] med
);
  function [7:0] median9_u8;
    input [7:0] b0,b1,b2,b3,b4,b5,b6,b7,b8;
    reg   [7:0] v0,v1,v2,v3,v4,v5,v6,v7,v8;
    reg   [7:0] t;
    begin
      v0=b0; v1=b1; v2=b2; v3=b3; v4=b4; v5=b5; v6=b6; v7=b7; v8=b8;
      if(v0>v1) begin t=v0; v0=v1; v1=t; end
      if(v2>v3) begin t=v2; v2=v3; v3=t; end
      if(v4>v5) begin t=v4; v4=v5; v5=t; end
      if(v6>v7) begin t=v6; v6=v7; v7=t; end
      if(v1>v2) begin t=v1; v1=v2; v2=t; end
      if(v3>v4) begin t=v3; v3=v4; v4=t; end
      if(v5>v6) begin t=v5; v5=v6; v6=t; end
      if(v7>v8) begin t=v7; v7=v8; v8=t; end
      if(v0>v1) begin t=v0; v0=v1; v1=t; end
      if(v2>v3) begin t=v2; v2=v3; v3=t; end
      if(v4>v5) begin t=v4; v4=v5; v5=t; end
      if(v6>v7) begin t=v6; v6=v7; v7=t; end
      if(v1>v2) begin t=v1; v1=v2; v2=t; end
      if(v3>v4) begin t=v3; v3=v4; v4=t; end
      if(v5>v6) begin t=v5; v5=v6; v6=t; end
      if(v7>v8) begin t=v7; v7=v8; v8=t; end
      if(v0>v1) begin t=v0; v0=v1; v1=t; end
      if(v2>v3) begin t=v2; v2=v3; v3=t; end
      if(v4>v5) begin t=v4; v4=v5; v5=t; end
      if(v6>v7) begin t=v6; v6=v7; v7=t; end
      if(v1>v2) begin t=v1; v1=v2; v2=t; end
      if(v3>v4) begin t=v3; v3=v4; v4=t; end
      if(v5>v6) begin t=v5; v5=v6; v6=t; end
      if(v7>v8) begin t=v7; v7=v8; v8=t; end
      if(v0>v1) begin t=v0; v0=v1; v1=t; end
      if(v2>v3) begin t=v2; v2=v3; v3=t; end
      if(v4>v5) begin t=v4; v4=v5; v5=t; end
      if(v6>v7) begin t=v6; v6=v7; v7=t; end
      if(v1>v2) begin t=v1; v1=v2; v2=t; end
      if(v3>v4) begin t=v3; v3=v4; v4=t; end
      if(v5>v6) begin t=v5; v5=v6; v6=t; end
      if(v7>v8) begin t=v7; v7=v8; v8=t; end
      if(v0>v1) begin t=v0; v0=v1; v1=t; end
      if(v2>v3) begin t=v2; v2=v3; v3=t; end
      if(v4>v5) begin t=v4; v4=v5; v5=t; end
      if(v6>v7) begin t=v6; v6=v7; v7=t; end
      median9_u8 = v4;
    end
  endfunction
  assign med = median9_u8(a0,a1,a2,a3,a4,a5,a6,a7,a8);
endmodule
`default_nettype wire

===== flow/run.sh =====
#!/bin/bash
# OpenROAD 26Q1-2900-gdf79404cd8, Yosys 0.63+post, stock flow scripts
make -C /OpenROAD-flow-scripts/flow DESIGN_CONFIG=/design/flow/config.mk WORK_HOME=/design/flow/orfs finish

===== flow/config.mk =====
export PLATFORM = sky130hd
export DESIGN_NAME = median9_sortnet
export DESIGN_NICKNAME = median9_sortnet
export VERILOG_FILES = /design/flow/design.v
export SDC_FILE = /design/flow/constraint.sdc
export NUM_CORES = 4
export LEC_CHECK = 1
export CORE_UTILIZATION = 50

===== flow/constraint.sdc =====
current_design median9_sortnet

set clk_period 58.6
set clk_io_pct 0.2

create_clock -name clk0 -period $clk_period

set non_clock_inputs [all_inputs -no_clocks]
set_input_delay [expr $clk_period * $clk_io_pct] -clock clk0 $non_clock_inputs
set_output_delay [expr $clk_period * $clk_io_pct] -clock clk0 [all_outputs]

==> results.sh <==
# yosys + openroad results
export IMPL_hold_viol_final=0
export IMPL_port_buffers=80
export IMPL_core_sq_um=22030
export IMPL_whs_ps=25380
export IMPL_hold_class="in -> out"
export IMPL_ys_seq_share_pct=0
export IMPL_antenna_found_initial=0
export IMPL_regArea_sq_um=0
export IMPL_startpoint_type="primary input"
export IMPL_ys_cells=1635
export IMPL_dp_hpwl_mm=26.71
export IMPL_vias=11290
export IMPL_synth_area_per_cell_sq_um=6.922
export IMPL_grt_max_degree=28
export IMPL_grt_overflow=0
export IMPL_period_minus_slack_ps=44760
export IMPL_relSlewSlack_pct=40.63
export IMPL_ant_nets=0
export IMPL_io_pin_count=80
export IMPL_met1Wirelength_mm=16.25
export IMPL_cp_required_ps=46880
export IMPL_yosys_area_sq_um=11320
export IMPL_cp_top_family="AND-OR/OR-AND gates"
export IMPL_route_antenna_diode_count=0
export IMPL_rows=54
export IMPL_drt_total_wl_mm=30.59
export IMPL_worst_path_most_repeated_cell="ha_1"
export IMPL_flop_count=0
export IMPL_area_growth_syn_to_layout_pct=10.14
export IMPL_final_util_pct=56.59
export IMPL_critPathBufInv=8
export IMPL_fin_tns_setup_ps=0
export IMPL_drc_errors=0
export IMPL_place_congestion=0.9238
export IMPL_period_used_pct=76.38
export IMPL_top_layer_used="met4"
export IMPL_status="finished, final reports clean"
export IMPL_maxCapViolCount=0
export IMPL_cts_setup_buffers=0
export IMPL_stdcell_count=1970
export IMPL_drv_slew=0
export IMPL_route_met3_wl_mm=1.010
export IMPL_synth_warnings=1
export IMPL_drt_iter0_drc=593
export IMPL_netlist_instances=1635
export IMPL_grt_usage_pct=26.77
export IMPL_syn_area_sq_um=11320
export IMPL_end_kind="output pin"
export IMPL_crit_fanout=27
export IMPL_vias_per_cell=5.729
export IMPL_tool_warnings=32
export IMPL_hold_buffers=0
export IMPL_layout_drive_gt1_share_pct=5.976
export IMPL_drt_pass1_iter_count=18
export IMPL_arrival_ps=33040
export IMPL_place_inst=1970
export IMPL_setup_viol=0
export IMPL_cts_resized=0
export IMPL_die_height_microns=152.4
export IMPL_criticalPathCategory="in -> out"
export IMPL_rsz0062_at_grt="no"
export IMPL_die_area_sq_um=23240
export IMPL_max_freq_mhz=22.34
export IMPL_ys_types=89
export IMPL_tightestPinTransition_ps=883.0
export IMPL_slowest_delay_ps=680
export IMPL_die_x_microns=152.4
export IMPL_crit_slowest_cell="a22oi_2"
export IMPL_grt_pass1_vias=10190
export IMPL_grt_pass1_wl_mm=50.80
export IMPL_clkbuf_count=0
export IMPL_fp_util_pct=51.38
export IMPL_wire_per_inst_microns=15.53
export IMPL_dr_wl_met2_mm=13.16
area by class of cell:
| type | count | area, sq um |
|---|---|---|
| Timing Repair Buffer | 98 | 935.9 |
| Inverter | 210 | 788.3 |
| Fill cell | 2144 | 9562 |
| Multi-Input combinational cell | 1382 | 10390 |
| Tap cell | 280 | 350.3 |
layer usage:
metal / vias to the layer above / GRT usage (%)
met5: - / 0
met1: 5040 / 41.45
met2: 175 / 43.21
li1: 6058 / -
met4: 0 / 1.443
met3: 13 / 0.8114
logic make-up (layout without fill, tap and decap cells):
kind of cell | Yosys count | after routing | share of synthesized area [%]
xor+xnor | 13 | 13 | 1.006
mux | 243 | 243 | 22.27
buf+inv | 253 | 308 | 8.491
compound gates | 463 | 463 | 25.97
fa+ha+maj | 207 | 207 | 22.79
simple gates | 456 | 456 | 19.48
through the flow:
| step | area, sq um | setup slack (ps) |
|---|---|---|
| after global placement | 12460 | 14370 |
| after floorplan | 11320 | 17060 |
| after CTS | 12460 | 13950 |
| final | 12460 | 13840 |
| after global routing | 12460 | 11730 |
| after detailed placement | 12460 | 14020 |
cells in the mapped netlist (5+ instances only):
cell / number / area [sq um]
a2bb2oi_1: 6 / 52.55
mux2i_1: 199 / 1992
o211ai_1: 18 / 135.1
ha_1: 202 / 2527
o21a_1: 16 / 120.1
and4_1: 7 / 61.31
nand4_1: 23 / 143.9
a21oi_1: 157 / 785.8
a21o_1: 30 / 225.2
or3_1: 9 / 56.30
nand2b_1: 21 / 131.4
nor2b_1: 30 / 187.7
or2_2: 11 / 68.82
a31oi_1: 9 / 56.30
o22ai_1: 6 / 37.54
nand2_1: 127 / 476.7
mux2_2: 39 / 439.2
nor3_1: 15 / 75.07
a22o_1: 5 / 43.79
xnor2_1: 11 / 96.34
nand3_1: 41 / 205.2
a32oi_1: 5 / 43.79
inv_1: 210 / 788.3
clkbuf_1: 32 / 120.1
buf_1: 7 / 26.28
and2_1: 12 / 75.07
o21ai_0: 127 / 635.6
nor2_1: 133 / 499.2
o31ai_1: 7 / 52.55
a211o_1: 6 / 52.55
and3_1: 11 / 68.82
a211oi_1: 10 / 75.07
layout by cell type, fill, tap and decap left out, types with 4 or more instances in the layout:
cell / netlist / layout
nor3_1: 15 / 15
a21oi_1: 157 / 157
o31a_1: 4 / 4
maj3_1: 4 / 4
nor2b_1: 30 / 30
and2_1: 12 / 12
ha_1: 202 / 202
a2bb2oi_1: 6 / 6
o2bb2ai_1: 4 / 4
a21o_1: 30 / 30
and4_1: 7 / 7
nand2_1: 127 / 127
mux2i_1: 199 / 199
and3_1: 11 / 11
o22ai_1: 6 / 5
o21ai_0: 127 / 126
a32oi_1: 5 / 5
nand4_1: 23 / 23
nor2_1: 133 / 133
xnor2_1: 11 / 11
or2_2: 11 / 11
o21a_1: 16 / 16
a22o_1: 5 / 5
buf_4: 0 / 18
o31ai_1: 7 / 5
nand2b_1: 21 / 21
clkdlybuf4s50_1: 0 / 80
mux2_2: 39 / 39
nand3_1: 41 / 41
o211ai_1: 18 / 18
a31oi_1: 9 / 9
or3_1: 9 / 9
a211o_1: 6 / 6
a211oi_1: 10 / 9
inv_1: 210 / 210
final timing paths:
path | depth (start not counted) | startpoint | slack [ps] | end
worst max-delay path | 80 | a5[1] | 13840 | med[0]
worst min-delay path | 12 | a0[7] | 25380 | med[7]
