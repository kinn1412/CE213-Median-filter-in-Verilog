**flow/run.sh**
```bash
#!/bin/bash
# OpenROAD 26Q1-2900-gdf79404cd8, Yosys 0.63+post, stock flow scripts
make -C /OpenROAD-flow-scripts/flow DESIGN_CONFIG=/design/flow/config.mk WORK_HOME=/design/flow/orfs finish
```
**flow/config.mk**
```make
export PLATFORM = sky130hd
export DESIGN_NAME = max9_u8
export DESIGN_NICKNAME = max9_u8
export VERILOG_FILES = /design/flow/design.v
export SDC_FILE = /design/flow/constraint.sdc
export NUM_CORES = 4
export LEC_CHECK = 1
export CORE_UTILIZATION = 30
```
**flow/constraint.sdc**
```tcl
current_design max9_u8

set clk_period 19.8
set clk_io_pct 0.2

create_clock -name clk0 -period $clk_period

set non_clock_inputs [all_inputs -no_clocks]
set_input_delay [expr $clk_period * $clk_io_pct] -clock clk0 $non_clock_inputs
set_output_delay [expr $clk_period * $clk_io_pct] -clock clk0 [all_outputs]
```
**flow/design.v**
```verilog
`timescale 1ns/1ps
`default_nettype none
module max9_u8(
  input  wire [7:0] a0,a1,a2,a3,a4,a5,a6,a7,a8,
  output wire [7:0] mx
);
  function [7:0] max2;
    input [7:0] x,y;
    begin
      max2 = (x > y) ? x : y;
    end
  endfunction
  wire [7:0] m01 = max2(a0,a1);
  wire [7:0] m23 = max2(a2,a3);
  wire [7:0] m45 = max2(a4,a5);
  wire [7:0] m67 = max2(a6,a7);
  wire [7:0] m0123 = max2(m01, m23);
  wire [7:0] m4567 = max2(m45, m67);
  wire [7:0] m0_7 = max2(m0123, m4567);
  assign mx = max2(m0_7, a8);
endmodule
`default_nettype wire
```
==> impl_metrics.ini <==
; synthesis and place-and-route metrics
[synthesis]
synth_area_leader_cell = ha_1
synth.yosys.seq_area_share_pct = 0
yosysChipArea_mm2 = 0.00239
avgSynthCellArea_um2 = 7.51
ys_types = 40
synth.top_cell.area_share_pct = 32.9
yosys_warnings = 1
synth_cells = 319
ys_cells = 319
top_cells_by_area = ha_1 33%, mux2i_1 13%, inv_1 8.3%
syn_area_mm2 = 0.00239

[pwr]
power_density_mw_per_mm2 = 73.7
p_seq_share_pct = 0
ir_drop_v = 0.0000430
p_leak_uw = 0.00170
cellInternalPower_uw = 127
combPwrFrac_pct = 100.0
clkPwrFrac_pct = 0
swShare_pct = 48.3
switchingPower_uw = 118

[clock_network]
post-cts-setup-buffer-count = 0
ctsResizeCount = 0
hold_buffers = 0

[critical_path]
worst-path-max-fanout = 12
critPathSlowestCell = clkdlybuf4s50_1
cpPeakStageDelay_ns = 0.48
endpoint_kind = primary output
required_ns = 15.84
start_kind = input port
criticalPathCategory = in -> out
crit_top_cell = o21a_1
arrival_ns = 11.81

[route]
vias = 2429
drt_iter0_drc = 72
drt-pass1-iter-count = 4
diodes = 0
drt-vias-per-instance = 4.86
remaining_drc_errors = 0
wirelength_um = 6060
wire_per_inst_um = 12.1
ant_nets = 0

[placed_design]
port_buffers = 80
routabilityCongestion = 0.876
place_ws_ns = 4.06
dp_hpwl_um = 5590

[layout]
num-clock-buffers = 0
final_util_pct = 43.0
drive_gt1_share_pct = 4.02
ff_count = 0
area_growth_pct = 38.8
lay_top_cells = 80 x clkdlybuf4s50_1, 63 x ha_1, 53 x inv_1
regArea_um2 = 0
layout_top_cell = clkdlybuf4s50_1

[grt]
track_usage_pct = 15.0
grt_pass1_vias = 2311
grt_pass1_wl_um = 10400
antenna_found_initial = 0
overflow = 0
grt_max_degree = 13

[floorplan]
fp-utilization_pct = 31.0
io_pins = 80
core_area_mm2 = 0.00773
dieArea_mm2 = 0.00834
core.rowCount = 32
die_w_um = 91.3
die.size.y_um = 91.3

[sta]
max_freq_mhz = 63.4
tns_ns = 0
finalSetupViolations = 0
hold_violations = 0
period_needed_ns = 15.77
slew_headroom_pct = 56.4
worstMarginPinSlew_ns = 0.649
finalCritPeriodShare_pct = 79.6
whs_ns = 9.02
worst_slack_ns = 4.03
final_max_slew_viol_count = 0
rsz0062_at_grt = false

[worst_hold_path]
hp-class = in -> out

[job]
maxCapViolations = 0
log.warning_count = 32

[run_status]
status = complete, no violations
## worst paths after layout
check,cells past startpoint,to,startpoint
min,3,mx[2],a8[2]
max,36,mx[0],a5[1]
## area by class of cell
class | instances | area, um^2
multi-input combinational | 263 | 2180
tap | 102 | 128
inverter | 53 | 199
timing repair buffer | 82 | 816
fill | 761 | 4400
## logic make-up after synthesis
kind of cell             count (synthesis)  share of synthesized area (%)
AND-OR/OR-AND                           95                           26.3
multiplexers                            37                           15.8
adder cells (fa/ha/maj)                 63                           32.9
AND/OR/NAND/NOR                         68                           16.0
buffers and inverters                   56                           8.93
## cells in the mapped netlist, drive strengths merged
| cell | n |
|---|---|
| o211ai | 3 |
| a211oi | 2 |
| a211o | 2 |
| nand2b | 3 |
| o221a | 1 |
| o22ai | 7 |
| mux2 | 7 |
| a21oi | 19 |
| or2 | 1 |
| nand2 | 12 |
| a21boi | 2 |
| ha | 63 |
| clkbuf | 1 |
| o21bai | 3 |
| mux2i | 30 |
| a32oi | 1 |
| o31ai | 2 |
| a21o | 8 |
| nor2b | 9 |
| o21ai | 26 |
| and3 | 6 |
| nor2 | 14 |
| buf | 2 |
| nand3 | 4 |
| or3b | 6 |
| o21a | 10 |
| nor3 | 3 |
| a22oi | 7 |
| inv | 53 |
| nand4 | 9 |
| o211a | 2 |
| and2 | 1 |
## per-stage QoR
stage	cell area (um^2)	total power, uW	std cells
global route	3320	276	500
global placement	3320	242	500
detailed placement	3320	243	500
CTS	3320	245	500
finish	3320	245	500
floorplan	2390	150	319
## routing by layer
| metal | global-route usage (%) | routed length, um | vias up |
|---|---|---|---|
| met5 | 0 | 0 | - |
| met2 | 23.9 | 2570 | 38 |
| met4 | 0 | 0 | 0 |
| met1 | 23.7 | 3310 | 1046 |
| met3 | 0.850 | 174 | 0 |
| li1 | - | - | 1345 |
## worst max-delay path, delay by kind of cell
kind            cells  cell delay [ns]
buf+inv             3             0.94
simple gates        6             0.96
fa+ha+maj           4             1.17
compound gates     22             4.34
mux                 1             0.45
## power groups by stage
| stage | logic [uW] | clock network [uW] | registers [uW] |
|---|---|---|---|
| finish | 245 | 0 | 0 |
| global route | 276 | 0 | 0 |
| CTS | 245 | 0 | 0 |
Power figures rest on the tool's default switching activity, not on a simulated workload.
